### design/flow/config.mk
export PLATFORM = sky130hd
export DESIGN_NAME = Four_Bit_Sel_Counter
export DESIGN_NICKNAME = Four_Bit_Sel_Counter
export VERILOG_FILES = /design/flow/design.v
export SDC_FILE = /design/flow/constraint.sdc
export NUM_CORES = 4
export LEC_CHECK = 1
export CORE_UTILIZATION = 30
### design/flow/constraint.sdc
current_design Four_Bit_Sel_Counter

set clk_period 8.5
set clk_io_pct 0.2

create_clock -name clk0 -period $clk_period [get_ports {clk}]

set non_clock_inputs [all_inputs -no_clocks]
set_input_delay [expr $clk_period * $clk_io_pct] -clock clk0 $non_clock_inputs
set_output_delay [expr $clk_period * $clk_io_pct] -clock clk0 [all_outputs]
### design/flow/design.v
module Four_Bit_Down_Counter(Q, clk, Clear, sel);
    output [3:0]Q;
    input clk, Clear;
    input [1:0]sel;
    reg [3:0]Q;
    wire sclk;
    MHz_to_1Hz ck(.clk_in(clk), .led_clk(sclk), .Reset(Clear));
    initial
        Q <= 4'b1111;
    always @(posedge sclk or posedge Clear)
        begin
            if(Clear)
                Q <= 4'b0;
            else
                begin
                    if(sel === 2'b01)
                        begin
                            if(Q > 4'b0)
                                Q <= Q - 1'b1;
                            else
                                Q <= 4'b1111;
                         end
                     else
                        Q <= 4'b0;
                end
        end
endmodule
module Four_Bit_Even_Counter(Q, clk, Clear, sel);
    output [3:0]Q;
    input clk, Clear;
    input [1:0]sel;
    reg [3:0]Q;
    wire sclk;
    MHz_to_1Hz ck(.clk_in(clk), .led_clk(sclk), .Reset(Clear));
    initial
        Q <= 4'b0;
    always @(posedge sclk or posedge Clear)
        begin
            if(Clear)
                Q <= 4'b0;
            else
                begin
                    if(sel === 2'b10)
                        begin
                            if(Q < 4'b1111)
                                Q <= Q + 2'b10;
                            else
                                Q <= 4'b0;
                         end
                     else
                        Q <= 4'b0;
                end
        end
endmodule
module Four_Bit_Odd_Counter(Q, clk, Clear, sel);
    output [3:0]Q;
    input clk, Clear;
    input [1:0]sel;
    reg [3:0]Q;
    wire sclk;
    MHz_to_1Hz ck(.clk_in(clk), .led_clk(sclk), .Reset(Clear));
    initial
        Q <= 4'b01;
    always @(posedge sclk or posedge Clear)
        begin
            if(Clear)
                Q <= 4'b0;
            else
                begin
                    if(sel === 2'b11)
                        begin
                           if(Q === 4'b0)
                                Q <= 4'b01;
                           else if(Q < 4'b1111)
                                Q <= Q + 2'b10;
                            else
                                Q <= 4'b01;
                         end
                      else
                        Q <= 4'b0;
                end
        end
endmodule
module Four_Bit_Sel_Counter(count, clk, Clear, sel);
    output [3:0]count;
    input clk, Clear;
    input [1:0]sel;
    reg [3:0]count;
    wire sclk;
    wire [3:0]UC, DC, EC, OC;
	 initial
	 begin
	    count<=4'b0000;
	 end
    MHz_to_1Hz ck(.clk_in(clk), .led_clk(sclk), .Reset(Clear));
    Four_Bit_Up_Counter up(.Q(UC), .clk(clk), .Clear(Clear), .sel(sel));
    Four_Bit_Down_Counter down(.Q(DC), .clk(clk), .Clear(Clear), .sel(sel));
    Four_Bit_Even_Counter even(.Q(EC), .clk(clk), .Clear(Clear), .sel(sel));
    Four_Bit_Odd_Counter odd(.Q(OC), .clk(clk), .Clear(Clear), .sel(sel));
    always @(posedge sclk or posedge Clear)
        begin
            if(Clear)
                count <= 4'b0;
            else
                begin
                    case(sel)
                        2'b00: count <= UC;
                        2'b01: count <= DC;
                        2'b10: count <= EC;
                        2'b11: count <= OC;
                    endcase
                end
        end
endmodule
module Four_Bit_Up_Counter(Q, clk, Clear, sel);
    output [3:0]Q;
    input clk, Clear;
    input [1:0]sel;
    reg [3:0]Q;
    wire sclk;
    MHz_to_1Hz ck(.clk_in(clk), .led_clk(sclk), .Reset(Clear));
    initial
        Q <= 4'b0;
    always @(posedge sclk or posedge Clear)
        begin
            if(Clear)
                Q <= 4'b0;
            else
                begin
                    if(sel === 2'b0)
                        begin
                            if(Q < 4'b1111)
                                Q <= Q + 1'b1;
                            else
                                Q <= 4'b0;
                     end
                     else
                        Q <= 4'b0;
                end
        end
endmodule
module MHz_to_1Hz(clk_in, led_clk, Reset);
    output led_clk;
    input clk_in, Reset;
    reg led_clk;
    reg [27:0]count;
    initial
        begin
            led_clk <= 1'b0;
            count <= 28'b0;
        end
    always @(posedge clk_in)
        begin
                    if(Reset)
                        begin
                                led_clk <= 1'b0;
                                count <= 28'b0;
                        end
                    else if(count < 28'b0010111110101111000010000000)
                            count <= count + 1'b1;
                    else if(count === 28'b0010111110101111000010000000)
                          begin
                             led_clk <= ~led_clk;
                             count <= 28'b0;
                          end
               end
endmodule
### design/flow/run.sh
#!/bin/bash
# OpenROAD 26Q1-2900-gdf79404cd8, Yosys 0.63+post, stock flow scripts
make -C /OpenROAD-flow-scripts/flow DESIGN_CONFIG=/design/flow/config.mk WORK_HOME=/design/flow/orfs finish
==> flow_summary.json <==
{
  "placedInstanceArea_um2": 8620,
  "core_area_um2": 27000,
  "fin_util": 0.343,
  "grt_max_degree": 50,
  "die_width_um": 168,
  "slew_headroom": 0.464,
  "cp-end-kind": "register",
  "viasPerCell": 5.26,
  "cts_hold_buf": 0,
  "synthFlopType": "dfxtp_1",
  "drv_cap": 0,
  "drive_above_1_share": 0.0750,
  "grt_setup_unrepaired": "no",
  "fin_skew_ns": 0.0104,
  "path_buffers": 2,
  "num_antenna_cells": 0,
  "synthArstFlopShare": 0.116,
  "crit_end": "odd.ck.count[11]$_SDFFE_PP0P_",
  "crit_family": "buffers and inverters",
  "wire_per_inst_um": 13.4,
  "syn-instance-count": 962,
  "grt_usage": 0.131,
  "core_util_floorplan": 0.305,
  "grt_pass1_vias": 6416,
  "netlist_area_um2": 8220,
  "crit_chain": "buf_4, buf_4, nor3_1, a22o_1, a21o_1",
  "ys_area_um2": 8220,
  "worst_pin_slew_ns": 0.798,
  "slowest_delay_ns": 0.55,
  "final_hold_viol_count": 0,
  "clkLatencyLatePin_ns": 0.43,
  "routed_wirelength_um": 17600,
  "unclocked_regs": 19,
  "tritoncts": "built",
  "untimed_endpoints": 23,
  "postSynthSeqShare": 0.411,
  "h-tree-depth": 4,
  "path_depth": 5,
  "clockRootBuffer": "clkbuf_16",
  "cts_buffers": 17,
  "grt.overflow.total": 0,
  "fmax_ghz": 0.327,
  "cpMaxStageDelayCell": "buf_4",
  "largest_area_cell": "dfxtp_1",
  "irDropWorstVdd_v": 0.000111,
  "fp.dieH_um": 168,
  "synthMostInstantiatedCell": "dfxtp_1",
  "finalInstanceArea_um2": 9250,
  "finalSetupTns_ns": 0,
  "common_cells": "dfxtp_1, nor2_1, nand2_1",
  "p_leak_nw": 3.28,
  "area_leaders": "dfxtp_1, dfrtp_1, nor2_1, nand3_1, xnor2_1",
  "final_cells": 1314,
  "top_area_frac": 0.353,
  "crit_start": "Clear",
  "power.total_mw": 1.56,
  "cellPowerDensity_nw_per_um2": 168,
  "crit_path_frequent_cell": "buf_4",
  "holdPathStages": 1,
  "dp_hpwl_um": 11700,
  "drc": 0,
  "hp-class": "register to register",
  "slew_violations": 0,
  "ctsResizeCount": 0,
  "clkSlewWorstSetupHoldPaths_ns": 0.06,
  "cp.arrival_ns": 3.38,
  "grt_pass1_wl_um": 30700,
  "cp-start-kind": "primary input",
  "required_ns": 8.82,
  "drtIter0Drc": 438,
  "dr.pass1.iters": 4,
  "fin_crit_ns": 3.06,
  "ant_nets": 0,
  "yosysWarnings": 6,
  "warnings": 30,
  "critPathMaxFanout": 49,
  "rr_worst_depth": 6,
  "dp.cells": 1282,
  "dr_total_vias": 6912,
  "area_delta_synth_final_pct": 12.4,
  "edf_count": 0,
  "synth.distinct_cells": 75,
  "antenna_found_initial": 0,
  "postCtsSetupBuffers": 0,
  "status": "finished, final reports clean",
  "setup_viol": 0,
  "regToRegSetupSlack_ns": 5.93,
  "io_pins": 8,
  "clockBufferDepth": 2,
  "syn-mean-instance-area_um2": 8.55,
  "timing.rr.start": "odd.ck.count[16]$_SDFFE_PP0P_",
  "die_area_um2": 28100,
  "worst-setup-path-type": "primary input to register",
  "post-route-period-util": 0.360,
  "ys_seq_elements": 164,
  "gp_congestion": 0.858,
  "worstReg2RegEnd": "odd.ck.count[11]$_SDFFE_PP0P_",
  "num_rows": 60,
  "numPortBuffers": 7,
  "ys_cells": 962
}
-- power by group --
group,total [mW],internal (mW),switching [mW]
registers,0.704,0.688,0.0155
logic,0.0592,0.0196,0.0396
clock network,0.794,0.484,0.311
-- flip-flops by register name, indices dropped and copies added, names as in the netlist, 3 cells and up --
| name | cells |
|---|---|
| ck.count | 28 |
| count | 4 |
| down.Q | 4 |
| down.ck.count | 28 |
| even.Q | 3 |
| even.ck.count | 28 |
| odd.Q | 4 |
| odd.ck.count | 28 |
| up.Q | 4 |
| up.ck.count | 28 |
-- layout make-up --
| type | count | area [um2] |
|---|---|---|
| fill | 2678 | 17700 |
| multi-input combinational | 734 | 4590 |
| sequential | 164 | 3380 |
| clock buffer | 19 | 453 |
| tap | 341 | 427 |
| clock inverter | 13 | 176 |
| timing repair buffer | 13 | 113 |
| inverter | 30 | 113 |
-- per-stage QoR --
| step | setup WS, ns | hold slack, ns |
|---|---|---|
| CTS | 5.42 | 0.470 |
| global route | 5.27 | 0.475 |
| detailed placement | 4.99 | 0.460 |
| floorplan | 5.40 | 0.436 |
| global placement | 5.00 | 0.455 |
| finish | 5.44 | 0.470 |
-- worst register-to-register path, stage by stage, from the launching register on --
cell and delay [ns]:
dfxtp_1 0.36, nor4b_1 0.55, o211ai_2 0.18, a21oi_1 0.65, nor3_1 0.30, a22o_1 0.26
a21o_1 0.17
-- placed cells by master (no fill, tap or decap), drive strengths merged, types with 13 or more instances in the layout --
cell type,instances
and4,13
nand4,41
o31ai,17
nor4,28
nor3,40
inv,34
xnor2,40
nor2,104
or4,19
a21oi,38
mux2i,13
nand2,92
nand3,77
dfxtp,145
or3,16
dfrtp,19
o21ai,22
xor2,24
clkbuf,19
and3,20
ha,14
-- per-layer routing --
layer  vias up  GRT usage  share of wire
met2       113      0.202           0.43
li1       3535          -              -
met1      3248      0.198           0.52
met4         0     0.0207          0.013
met3        16     0.0214          0.039
met5         -          0              0
-- worst min path at each step --
stage	start	end	slack (ns)
final	up.ck.count[26]$_SDFFE_PP0P_	up.ck.count[26]$_SDFFE_PP0P_	0.47
after CTS	up.ck.count[26]$_SDFFE_PP0P_	up.ck.count[26]$_SDFFE_PP0P_	0.47
after global routing	up.ck.count[26]$_SDFFE_PP0P_	up.ck.count[26]$_SDFFE_PP0P_	0.47
-- logic make-up (layout without fill, tap and decap cells) --
family          count (synthesis)  in the layout  synth area share
mux                            19             19            0.0282
simple gates                  501            501             0.323
flops                         164            164             0.411
fa+ha+maj                      14             14            0.0213
buf+inv                        64             75            0.0313
xor+xnor                       64             64            0.0682
compound gates                136            136             0.117
Power figures rest on the tool's default switching activity, not on a simulated workload.
