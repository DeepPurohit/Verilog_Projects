===== flow/run.sh =====
#!/bin/bash
# OpenROAD 26Q1-2900-gdf79404cd8, Yosys 0.63+post, stock flow scripts
make -C /OpenROAD-flow-scripts/flow DESIGN_CONFIG=/design/flow/config.mk WORK_HOME=/design/flow/orfs finish

===== flow/config.mk =====
export PLATFORM = sky130hd
export DESIGN_NAME = Seven_segment_stop_watch
export DESIGN_NICKNAME = Seven_segment_stop_watch
export VERILOG_FILES = /design/flow/design.v
export SDC_FILE = /design/flow/constraint.sdc
export NUM_CORES = 4
export LEC_CHECK = 1
export CORE_UTILIZATION = 30

===== flow/constraint.sdc =====
current_design Seven_segment_stop_watch

set clk_period 4.4
set clk_io_pct 0.2

create_clock -name clk0 -period $clk_period [get_ports {m_clk}]

set non_clock_inputs [all_inputs -no_clocks]
set_input_delay [expr $clk_period * $clk_io_pct] -clock clk0 $non_clock_inputs
set_output_delay [expr $clk_period * $clk_io_pct] -clock clk0 [all_outputs]

===== flow/design.v =====
module Seven_segment_stop_watch(m_clk, show_count, reset, vcc, stop_go);
    output reg [7:0]show_count;
    output reg [3:0]vcc;
    input m_clk, reset,stop_go;
    reg [3:0]count_val;
    reg [3:0]count1,count2,count3,count4;
    reg [1:0]i;
    wire rf_clk,S_clk;
    refresh_clk rc(.clk(m_clk), .out_clk(rf_clk), .reset(reset));
    MHz_to_100Hz ck(.clk_in(m_clk), .led_clk(S_clk), .Reset(Reset));
    always @(posedge S_clk or posedge reset)
        begin
            if(reset)
                begin
                    count1 <= 4'b0;
                    count2 <= 4'b0;
                    count3 <= 4'b0;
                    count4 <= 4'b0;
                end
            else
                begin
                  if(~stop_go)
                    begin
                    if(count1 === 4'd9)
                        begin
                            count1 <= 4'b0;
                            if(count2 === 4'd9)
                                begin
                                    count2 <= 4'b0;
                                    if(count3 === 4'd9)
                                        begin
                                            count3 <= 4'b0;
                                            if(count4 === 4'd5)
                                                count4 <= 4'b0;
                                            else
                                                count4 <= count4 + 1;
                                        end
                                     else
                                        count3 <= count3 + 1;
                                end
                            else
                                count2 <= count2 + 1;
                        end
                    else
                        count1 <= count1 + 1;
                   end
                  else if(stop_go)
                    begin
                        count1 <= count1;
                        count2 <= count2;
                        count3 <= count3;
                        count4 <= count4;
                    end
                end
        end
        always @(posedge rf_clk or posedge reset)
            begin
                if(reset)
                    begin
                        count_val <= 4'b0;
                        vcc <= 4'b1110;
                    end
                else
                    begin     
                        case(i)
                            2'b00:
                                begin
                                    vcc <= 4'b1110;
                                    count_val <= count1;
                                end
                            2'b01:
                                begin
                                    vcc <= 4'b1101;
                                    count_val <= count2;
                                end
                            2'b10:
                                begin
                                    vcc <= 4'b1011;
                                    count_val <= count3;
                                end
                           2'b11:
                                begin
                                    vcc <= 4'b0111;
                                    count_val <= count4;
                                end
                        endcase
                i <= i+1;
              end
            end
       always @(*)
         begin
            case(count_val)
                4'd0: show_count[7:0] <= 8'b10000001;
                4'd1: show_count[7:0] <= 8'b11001111;
                4'd2: show_count[7:0] <= 8'b10010010;
                4'd3: show_count[7:0] <= 8'b10000110;
                4'd4: show_count[7:0] <= 8'b11001100;
                4'd5: show_count[7:0] <= 8'b10100100;
                4'd6: show_count[7:0] <= 8'b10100000;
                4'd7: show_count[7:0] <= 8'b10001111;
                4'd8: show_count[7:0] <= 8'b10000000;
                4'd9: show_count[7:0] <= 8'b10001100;
                default: show_count[7:0] <= 8'b1111110;
            endcase
         end 
endmodule
module refresh_clk(clk, out_clk, reset);
    output reg out_clk;
    input clk, reset;
    reg [17:0]count;
        initial
            begin
                out_clk <= 1'b0;
                count <= 18'b0;
            end
        always @(posedge clk or posedge reset)
            begin
                if(reset)
                    begin
                        out_clk <= 1'b0;
                        count <= 18'b0;
                    end
                else if(count < 18'b011000011010100000)
                        count <= count + 1'b1;
                else if(count === 18'b011000011010100000)
                      begin
                         out_clk <= ~out_clk;
                         count <= 18'b0;
                      end
              end
    endmodule
module MHz_to_100Hz(clk_in, led_clk, Reset);
    output led_clk;
    input clk_in, Reset;
    reg led_clk;
    reg [27:0]count;
    initial
        begin
            led_clk <= 1'b0;
            count <= 28'b0;
        end
    always @(posedge clk_in or posedge Reset)
        begin
            if(Reset)
                begin
                    led_clk <= 1'b0;
                    count <= 28'b0;
                end
            else if(count < 28'b01111010000100100000)
                    count <= count + 1'b1;
            else if(count === 28'b01111010000100100000)
                  begin
                     led_clk <= ~led_clk;
                     count <= 28'b0;
                  end
          end
endmodule

==> results.sh <==
# yosys + openroad results
export IMPL_drive_above_1_share=0.103
export IMPL_seqPwrFrac=0.587
export IMPL_setup_worst_path_class="reg -> reg"
export IMPL_drv_cap=0
export IMPL_fmax_mhz=468
export IMPL_globalplace_congestion=0.843
export IMPL_finalPower_uw=298
export IMPL_vdd_drop_max_mv=0.136
export IMPL_start_kind="flop"
export IMPL_clk_path_buf_depth=2
export IMPL_cts_resized=0
export IMPL_routed_wl_um=2000
export IMPL_timing_slew_headroom=0.569
export IMPL_hold_violations=0
export IMPL_grt_pass1_vias=715
export IMPL_cts_root_buf="clkbuf_8"
export IMPL_syn_to_final_growth_pct=8.52
export IMPL_num_rows=23
export IMPL_syn_avg_cell_area_um2=11.0
export IMPL_p_switching_uw=57.3
export IMPL_io_buffer_count=5
export IMPL_cts_tree="built"
export IMPL_yosysCellCount=120
export IMPL_htreeDepth=1
export IMPL_p_clk_frac=0.392
export IMPL_synth_top_flop_cell="dfrtp_1"
export IMPL_clk_latency_ps=250
export IMPL_cts_setup_buffers=0
export IMPL_min_path_cells=0
export IMPL_drt_initial_drc_count=31
export IMPL_antenna_found_initial=0
export IMPL_synth_edff_count=2
export IMPL_path_max_fanout=7
export IMPL_ff2ff_path_depth=5
export IMPL_grt_pass1_wl_um=3390
export IMPL_grt_overflow=0
export IMPL_p_per_area_mw_per_mm2=208
export IMPL_netSwitchingFraction=0.192
export IMPL_top_area_frac=0.379
export IMPL_rr_endpoint="rc.count[2]$_DFFE_PP0P_"
export IMPL_yosysTopAreaCell="dfrtp_1"
export IMPL_drv_slew=0
export IMPL_track_usage=0.0990
export IMPL_post_route_period_util=0.485
export IMPL_vias=844
export IMPL_via_per_inst=4.80
export IMPL_die_x_um=68.4
export IMPL_post_route_drc_count=0
export IMPL_r2r_slack_ps=2260
export IMPL_synthCells=120
export IMPL_tightest_slew_ps=644
export IMPL_untimed_endpoints=12
export IMPL_fp_util=0.321
export IMPL_drt_pre_antenna_iters=4
export IMPL_finalSetupTns_ps=0
export IMPL_async_reset_ff_frac=0.920
export IMPL_antenna_left=0
export IMPL_yosys_area_mm2=0.00132
export IMPL_p_int_uw=241
export IMPL_die_h_um=68.4
export IMPL_grt_max_degree=26
export IMPL_rsz0062_at_grt="false"
export IMPL_clock_skew_ps=5.56
export IMPL_min_to="rc.count[17]$_DFFE_PP0P_"
export IMPL_avgRoutedWirePerCell_um=11.4
export IMPL_syn_cell_area_mm2=0.00132
export IMPL_topCellsByArea="dfrtp_1, dfstp_2, ha_1, buf_4, edfxtp_1"
export IMPL_fill_cells=401
export IMPL_status="complete, no violations"
export IMPL_warning_count=30
export IMPL_coreArea_mm2=0.00412
export IMPL_leakage_uw=0.000613
export IMPL_ctsHoldBuffers=0
export IMPL_critPathCaptureType="flop"
export IMPL_synth_yosys_seq_area_share=0.484
export IMPL_hpwl_um=1490
export IMPL_hp_class="reg -> reg"
export IMPL_antennaDiodeCount=0
export IMPL_pin_count=15
export IMPL_die_area_mm2=0.00467
export IMPL_yosysUniqueCellTypes=41
export IMPL_synth_warnings=5
export IMPL_min_delay_start="rc.count[17]$_DFFE_PP0P_"
export IMPL_cts_buffers=3
export IMPL_synth_flops=25
export IMPL_crit_arrival_ps=2280
export IMPL_rr_startpoint="rc.count[12]$_DFFE_PP0P_"
export IMPL_setup_viol=0
export IMPL_cp_required_ps=4540
export IMPL_period_minus_slack_ps=2140
export IMPL_clk_pin_slew_worst_paths_ps=70
export IMPL_power_frac_comb=0.020
export IMPL_unclocked_regs=6
-- worst max path at each step --
stage	start	cells after the start	slack (ps)	to
CTS	rc.count[13]$_DFFE_PP0P_	5	2250	rc.count[2]$_DFFE_PP0P_
global route	rc.count[13]$_DFFE_PP0P_	5	2150	rc.count[2]$_DFFE_PP0P_
finish	rc.count[12]$_DFFE_PP0P_	5	2260	rc.count[2]$_DFFE_PP0P_
-- power groups by stage --
stage / clock (uW) / sequential (uW) / combinational, uW
4_1_cts: 121 / 175 / 6.58
5_1_grt: 130 / 175 / 7.68
6_report: 117 / 175 / 6.05
-- Yosys cell counts (3+ instances only) --
| cell | n |
|---|---|
| and2_1 | 3 |
| nand4_1 | 6 |
| ha_1 | 6 |
| buf_4 | 8 |
| dfstp_2 | 3 |
| inv_1 | 10 |
| nor3_1 | 5 |
| xnor2_1 | 5 |
| dfrtp_1 | 20 |
| nand2_1 | 10 |
| a21oi_1 | 3 |
| nand3_1 | 3 |
| xor2_1 | 4 |
-- worst max-delay path: stages (launching register included) --
cell,delay (ps)
dfrtp_1,430
or4_4,570
nor4_4,290
nand3_2,220
and2_1,230
a211o_1,280
-- logic make-up (layout without fill, tap and decap cells) --
kind of cell / after synthesis / in the layout / synth area share
compound gates: 15 / 15 / 0.0938
xor+xnor: 9 / 9 / 0.0597
fa+ha+maj: 6 / 6 / 0.0568
buf+inv: 20 / 20 / 0.0852
flops: 25 / 25 / 0.484
mux: 2 / 2 / 0.0152
other cells: 2 / 8 / 0.00568
simple gates: 41 / 41 / 0.200
-- stage by stage --
step	instance area [um^2]	util	hold slack (ps)	instances	setup slack, ps
4_1_cts	1430	0.348	460	176	2250
6_report	1430	0.348	453	176	2260
5_1_grt	1430	0.348	479	176	2150
3_5_place_dp	1390	0.337	444	172	2260
3_3_place_gp	1390	0.337	440	172	2270
2_1_floorplan	1340	-	442	126	2410
-- registers in the layout (all words and copies together) (netlist names) --
register,cells
vcc,4
rc.count,18
rc.out_clk,1
i,2
-- routing by layer --
layer | global-route usage | up-vias | share of wire
met5 | 0 | - | 0
met4 | 0.00781 | 0 | 0.0050
met3 | 0.0236 | 2 | 0.039
met2 | 0.146 | 22 | 0.44
met1 | 0.155 | 394 | 0.52
li1 | - | 426 | -
-- placed cells by master (no fill, tap or decap), drive strengths merged, types with 2 or more instances in the layout --
cell and count:
dfrtp 20, inv 10, nand2 10, conb 8, nand4 6, ha 6
xnor2 5, nor3 5, clkdlybuf4s50 5, xor2 4, nand3 4, clkbuf 4
a21oi 3, and2 3, dfstp 3, o21ai 2, nor3b 2, o41ai 2
mux2i 2, edfxtp 2, nor4 2, o311ai 2
-- area by class of cell --
class	count	area, um^2	area share
Timing Repair Buffer	6	57.6	0.0401
Tap cell	50	62.6	0.0436
Multi-Input combinational cell	81	592	0.413
Clock buffer	4	45.0	0.0314
Inverter	10	37.5	0.0262
Sequential cell	25	639	0.446
Power figures rest on the tool's default switching activity, not on a simulated workload.
