==> design.v <==
module Seven_segment_counter(m_clk, counter, Reset, vcc);
    output reg [7:0]counter;
    reg [7:0]led_count;
    reg [3:0]led_count_M;
    input m_clk, Reset;
    output reg [3:0]vcc;
    reg [8:0] count1;
    reg [15:0]count2;
    wire F_clk;
    reg [3:0]led_count_L;
    reg [1:0]i,k;
     MHz_to_1KHz ck1(.clk_in(m_clk), .led_clk(F_clk), .Reset(Reset));
     initial
        begin
            led_count_L <= 4'b0;
            led_count_M <= 4'b0;
            count1 <= 9'b0;
            count2 <= 16'b0;
        end
     always @(posedge F_clk or posedge Reset)
                begin
                   if(Reset)
							begin
                              count1 <= 9'b0;
							  count2 <= 16'b0;
							  led_count_L <= 0;
							  led_count_M <= 0;
							end
                   else 
                    begin                           
                           if(count1 == 16'd500)
                                                        begin
                                                           count1 <= 9'b0;
                                                          led_count_L <= led_count_L + 1;
                                                        end
                                                     else if(count2 == 16'd5000)
                                                            begin
                                                                count2 <= 16'b0;
                                                                led_count_M <= led_count_M + 1;
                                                            end
                                                  else if(led_count_L > 4'd9)
                                                    led_count_L <= 4'd0;
                                                  else if(led_count_M > 4'd9)
                                                    led_count_M <= 4'd0;
                                                else
                                                            begin
                                                    count1 <= count1 + 1;
                                                              count2 <= count2 + 1;
                                                            end
                    end
                end
     always @(posedge F_clk)
        begin
            case(i)
                2'b00:
                        begin
                            vcc <= 4'b1110;
                            led_count <= led_count_L;
                        end
                2'b01:
                        begin
                            vcc <= 4'b1101;
                            led_count <= led_count_M;
                        end
                2'b10:
                        begin
                            vcc <= 4'b1011;
                            led_count <= 4'd10;
                        end
                 2'b11:
                       begin
                          vcc <= 4'b0111;
                          led_count <= 4'd10;
                       end
                 default: i <= 0;
            endcase
            i = i + 1;
        end
        always @(*)
            begin
                case(led_count)
                    8'd0: counter[7:0] <= 8'b10000001;
                    8'd1: counter[7:0] <= 8'b11001111;
                    8'd2: counter[7:0] <= 8'b10010010;
                    8'd3: counter[7:0] <= 8'b10000110;
                    8'd4: counter[7:0] <= 8'b11001100;
                    8'd5: counter[7:0] <= 8'b10100100;
                    8'd6: counter[7:0] <= 8'b10100000;
                    8'd7: counter[7:0] <= 8'b10001111;
                    8'd8: counter[7:0] <= 8'b10000000;
                    8'd9: counter[7:0] <= 8'b10001100;
                    default: counter[7:0] <= 8'b1111110;
                endcase
            end
endmodule
module MHz_to_1KHz(clk_in, led_clk, Reset);
    output led_clk;
    input clk_in, Reset;
    reg led_clk;
    reg [17:0]count;
    initial
        begin
            led_clk <= 1'b0;
            count <= 18'b0;
        end
    always @(posedge clk_in or posedge Reset)
        begin
            if(Reset)
                begin
                    led_clk <= 1'b0;
                    count <= 18'b0;
                end
            else if(count < 18'b011000011010100000)
                    count <= count + 1'b1;
            else if(count === 18'b011000011010100000)
                  begin
                     led_clk <= ~led_clk;
                     count <= 28'b0;
                  end
          end
endmodule
==> config.mk <==
export PLATFORM = sky130hd
export DESIGN_NAME = Seven_segment_counter
export DESIGN_NICKNAME = Seven_segment_counter
export VERILOG_FILES = /design/flow/design.v
export SDC_FILE = /design/flow/constraint.sdc
export NUM_CORES = 4
export LEC_CHECK = 1
export CORE_UTILIZATION = 50
==> constraint.sdc <==
current_design Seven_segment_counter

set clk_period 4.2
set clk_io_pct 0.2

create_clock -name clk0 -period $clk_period [get_ports {m_clk}]

set non_clock_inputs [all_inputs -no_clocks]
set_input_delay [expr $clk_period * $clk_io_pct] -clock clk0 $non_clock_inputs
set_output_delay [expr $clk_period * $clk_io_pct] -clock clk0 [all_outputs]
==> run.sh <==
#!/bin/bash
# OpenROAD 26Q1-2900-gdf79404cd8, Yosys 0.63+post, stock flow scripts
make -C /OpenROAD-flow-scripts/flow DESIGN_CONFIG=/design/flow/config.mk WORK_HOME=/design/flow/orfs finish
==> changes_impl.md <==
### Changed

* Antenna violations before repair at 0
* Post-route DRC at 0
* CORE AREA at 6490 µm²
* WHS at 472 ps
* Register share of total power at 56.9%
* Area leader share at 37.8%
* Leakage at 0.00169 µW
* Warnings from Yosys at 2
* Final min period at 1840 ps
* Dominant Register Cell: dfrtp_1
* Endpoints left unconstrained at 59
* Worst slew pin tran at 574 ps
* Hold Crit Class: flip-flop to flip-flop
* Cell Area, Placed at 3680 µm²
* Final Setup Violations at 0
* Pwr Total at 321 µW
* Total wire length at 5910 µm
* Post-route ant nets at 0
* CP Class: flip-flop to flip-flop
* Max-slew violations at 0
* Final Hold Vio Count at 0
* GRT overflow at 0
* Met3 WL at 178 µm
* Clock Pin Slew Worst Setup and Hold Paths at 70 ps
* Site row count at 29
* Crit path DAT at 1970 ps
* DR vias/cell at 5.58
* Chip area in the Yosys report at 3440 µm²
* Top post-synthesis cells by area: dfrtp_1, dfxtp_1, ha_1
* Synthesized area per cell at 10.0 µm²
* Fp util at 53.0%
* Highest routed metal layer: met4
* Relative slew slack at 61.4%
* Clock latency (worst-skew pair) at 250 ps
* Max clock buf depth at 2
* Die X at 85.0 µm
* Drt first-iter violations at 77
* Number of flops mapped to enable cells by yosys at 0
* TritonCTS buffer count at 3
* Asr flop ratio synth at 78.8%
* VDD IR max at 211 µV
* Largest net degree at the start of global routing at 48
* Int Pwr at 251 µW
* OpenROAD warnings at 40
* TritonCTS clock tree: done
* Synth Seq Share at 46.0%
* PortBufs at 13
* RSZ-0062 raised after global routing: no
* Skew final at 1.29 ps
* Die ar. at 7220 µm²
* Synthesized instance count at 343
* Setup crit end kind: flip-flop
* Ant diodes at 0
* Clock root buffer: clkbuf_8
* I/O pin cnt at 14
* Area Overhead vs Synth at 8.33%
* WL met2 at 2630 µm
* F_max at 544 MHz
* FF+latch count, synth at 66
* Cell type with the largest total area: dfrtp_1
* Routed len/inst at 13.6 µm
* CTS hold repair buffers at 0
* Initial DRT Pass Iterations at 19
* Cell Type Count at 55
* Vias in the first global route at 2,343
* Final Instance Area at 3730 µm²
* Status: complete, no violations
* DR vias at 2,432
* Max incr delay on CP at 580 ps
* Final HPWL DP at 4450 µm
* Worst path cell trace: or4_4, nor4_4, nand2_2, o311ai_1, o41ai_1
* Highest net fanout along the worst path at 7
* Routability cong. at 0.837
* Clock Power Share at 39.6%
* Net Sw Frac at 21.6%
* Post-cts resize count at 0
* MaxCap Viol Count at 0
* Pwr per Cell Area at 86.0 nW/µm²
* GRT Total Usage at 18.9%
* CP Data Required Time at 4330 ps
* Tcrit/Tclk final at 43.8%
* Number of cells in Yosys stat at 343
* Die height at 85.0 µm
* CP startpoint kind: flip-flop
* CTS H-tree depth at 1
* Share of layout cells above drive strength 1 at 7.24%
* Metal-1 WL at 3100 µm
* Register pins left without a clock at 47
* Post-synthesis instance area at 3440 µm²
* Slowest stage cell, crit path: or4_4
* Setup TNS at 0 ps
* Comb pwr share at 3.5%
* First-pass GRT wire length at 10,900 µm
* # Post-CTS Setup Buffers at 0
* Switching power at 69.1 µW
==> layout make-up <==
| class | instances | area (µm²) |
|---|---|---|
| clock buffers | 4 | 45.0 |
| fillers | 547 | 2770 |
| inverters | 22 | 82.6 |
| multi-input cells | 249 | 1750 |
| flip-flops and latches | 66 | 1580 |
| well taps | 77 | 96.3 |
| repair buffers | 18 | 168 |
==> Yosys cell counts, types with 2 or more instances <==
cell type / instances
nand3_1: 27
o21bai_1: 2
nor4_4: 2
nor2_1: 16
a21oi_1: 10
clkbuf_1: 6
nor4_1: 2
nand2_1: 38
o311ai_0: 2
o21ai_0: 21
and3_1: 8
o41ai_1: 2
o31ai_1: 2
ha_1: 22
or4_1: 3
dfrtp_1: 52
a31oi_1: 3
inv_1: 22
mux2i_1: 12
a22o_1: 4
nand4_1: 11
o211ai_1: 2
xor2_1: 7
mux2_2: 3
dfxtp_1: 14
and4_1: 3
xnor2_1: 12
nor3_1: 8
==> sequential cells by signal (all words and copies together) (netlist names) <==
register / flops
counter: 8
count2: 16
led_count_M: 4
ck1.led_clk: 1
count1: 9
ck1.count: 18
i: 2
vcc: 4
led_count_L: 4
==> final timing paths <==
kind                                      startpoint                         to  slack, ps  cells after the start
min                          ck1.led_clk$_DFFE_PP0P_    ck1.led_clk$_DFFE_PP0P_        470                      1
max in group asynchronous                      Reset  ck1.count[16]$_DFFE_PP0P_       2890                      2
max                        ck1.count[12]$_DFFE_PP0P_   ck1.count[9]$_DFFE_PP0P_       2360                      5
min reg2reg                  ck1.led_clk$_DFFE_PP0P_    ck1.led_clk$_DFFE_PP0P_        470                      1
min in group asynchronous                      Reset   ck1.count[8]$_DFFE_PP0P_        950                      2
max reg2reg                ck1.count[12]$_DFFE_PP0P_   ck1.count[9]$_DFFE_PP0P_       2360                      5
==> critical path, delay by kind of cell (launching register included) <==
family / cells / cell delay [ps]
flip-flops: 1 / 420
AND-OR/OR-AND: 2 / 230
AND/OR/NAND/NOR: 3 / 1060
==> cells by family after synthesis <==
family	Yosys count	share of synthesized area (%)
buffers and inverters	28	3.05
flip-flops	66	46.0
AND/OR/NAND/NOR	135	22.1
adder cells (fa/ha/maj)	22	8.00
XOR/XNOR	19	4.84
AND-OR/OR-AND	58	11.5
multiplexers	15	4.47
==> metal layers <==
layer	up-vias	GRT usage [%]
met4	0	0.462
met2	43	29.4
met5	-	0
met1	1126	32.3
li1	1261	-
met3	2	1.58
==> power by group through the flow <==
stage     Clock [µW]  Sequential (µW)  Combinational (µW)
5_1_grt          140              182                13.9
4_1_cts          130              182                12.3
6_report         127              183                11.2
==> metrics by stage <==
stage	utilization, %	setup slack [ps]	instances
finish	57.4	2360	436
floorplan	-	2100	343
global route	57.4	2230	436
global placement	56.7	2410	432
CTS	57.4	2360	436
detailed placement	56.7	2380	432
==> placed cells by master, fill, tap and decap left out, types with 3 or more instances in the layout <==
cell type        Yosys  final
dfrtp_1             52     52
nand2_1             38     38
nand3_1             27     27
ha_1                22     22
o21ai_0             21     21
inv_1               22     21
nor2_1              16     16
dfxtp_1             14     14
clkdlybuf4s50_1      0     13
xnor2_1             12     12
mux2i_1             12     12
nand4_1             11     11
a21oi_1             10     10
and3_1               8      8
nor3_1               8      8
xor2_1               7      7
buf_4                0      5
a22o_1               4      4
or4_1                3      3
and4_1               3      3
a31oi_1              3      3
mux2_2               3      3
clkbuf_8             0      3
Power and IR drop assume default switching activity.
